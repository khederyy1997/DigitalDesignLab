### flow/config.mk
export PLATFORM = sky130hd
export DESIGN_NAME = pc
export DESIGN_NICKNAME = pc
export VERILOG_FILES = /design/flow/design.v
export SDC_FILE = /design/flow/constraint.sdc
export NUM_CORES = 4
export LEC_CHECK = 1
export CORE_UTILIZATION = 30
### flow/constraint.sdc
current_design pc

set clk_period 1.0
set clk_io_pct 0.2

create_clock -name clk0 -period $clk_period [get_ports {clk}]

set non_clock_inputs [all_inputs -no_clocks]
set_input_delay [expr $clk_period * $clk_io_pct] -clock clk0 $non_clock_inputs
set_output_delay [expr $clk_period * $clk_io_pct] -clock clk0 [all_outputs]
### flow/design.v
module pc(  clk , data_in , pcout , reset ,write);
input clk , reset,write;
parameter n=63;
input [n:0] data_in ;
output  reg [n:0]  pcout;
always @(posedge clk)
begin
    if(reset)
        pcout = 0 ;
    else
       if (write)
          pcout = data_in ;
end
endmodule
### flow/run.sh
#!/bin/bash
# OpenROAD 26Q1-2900-gdf79404cd8, Yosys 0.63+post, stock flow scripts
make -C /OpenROAD-flow-scripts/flow DESIGN_CONFIG=/design/flow/config.mk WORK_HOME=/design/flow/orfs finish
==> notes.md <==
Summary of the current implementation state.

- The worst pin sits at a relative slew slack of roughly nine tenths.
- The total number of placement rows is 31, for reference.
- The CTS clock-pin slew for the worst setup and hold paths is 0.06 ns, for reference.
- The area share of the leading cell type in the synthesized netlist is 55.93%, for reference.
- The mean cell area of the mapped netlist is 11.12 µm², for reference.
- Summing every instance area after synthesis gives approximately 2300 µm².
- The arrival time of data at the critical path endpoint is 0.75 ns, for reference.
- The number of fill cells in the layout is 666, for reference.
- Clock tree synthesis inserted a total of 9 buffers.
- The critical path start-end classification is register to output pin, for reference.
- The critical path launch point type is a register, for reference.
- Per the CTS log, the maximum H-tree level is 3.
- Setup total negative slack on the finished layout was measured at 0 ns.
- The largest stage delay on the critical path is 0.31 ns, for reference.
- The die is 89.39 µm wide.
- The routability congestion estimate from global placement is 0.6982, for reference.
- The first global-routing pass estimated 7893 µm of wire.
- For this run, the detailed router reports a per-instance via density of 4.113.
- The area taken by multi-input logic gates is 880.8 µm², for reference.
- The number of max-cap violations is 0, for reference.
- The worst path needs 0.9548 ns of the cycle, external delays included.
- The synthesis warning total is 1, for reference.
- The report lists the cells along the critical path as buf_2.
- The area of the chip is 7990 µm², for reference.
- The data required time at the worst endpoint is ~0.80 ns, for reference.
- The class of the most critical hold timing path is input port to register, for reference.
- The number of enable flip-flop cells is 0, for reference.
- Yosys attributes the largest share of cell area to sky130_fd_sc_hd__dfxtp_1 56%, sky130_fd_sc_hd__mux2i_1 28%, sky130_fd_sc_hd__nor2_1 10%.
- The maximum count of clock buffers along a single path is 2, for reference.
- The dominant register cell in the synthesized netlist is sky130_fd_sc_hd__dfxtp_1, for reference.
- Summed over all routing layers, the global router reports a total usage of 13.05%.
- The half-perimeter wire length of the detailed placement result is 3502 µm, for reference.
- The element type at the critical path end is an output pin, for reference.
- The remaining global-route overflow is 0, for reference.
- The number of top-level design ports is 131, for reference.
- The tally of unique sky130hd cells used after synthesis is 7, for reference.
- Of all cell types, the one taking the most synthesized area is sky130_fd_sc_hd__dfxtp_1.
- For this sky-water flow run, the detailed-routed wirelength per cell is reported as 11.95 µm.
- Per the post-route antenna check, the number of violating nets is 0.
- For the final database, setup skew stands at 0 ns.
- The leakage power is 1.773 nW, for reference.
- Counting flops and latches in the post-synthesis netlist gives 64.
- The proportion of register bits with asynchronous set or reset after synthesis is 0%, for reference.
- By count the netlist is led by 64 x sky130_fd_sc_hd__dfxtp_1, 64 x sky130_fd_sc_hd__mux2i_1, 64 x sky130_fd_sc_hd__nor2_1.
- Looking at the clock tree report, the root buffer type is sky130_fd_sc_hd__clkbuf_8.
- The register with the most flip-flops in the layout has 64 of them.
- Counting pins that exceed their max-slew limit in the final report gives 0.
- Per the finish-stage timing summary, setup violations number 0.
- The number of antenna diodes is 0, for reference.
- The run finished with clean final reports.
- The post-synthesis cell count from yosys is slightly above 200, for reference.
- In the log, the iteration count for the first detailed-route pass is 4.
- The core region area is 7331 µm², for reference.
- The hold violation count in the final report is 0, for reference.
- The pre-CTS setup check shows a worst slack of 0.001788 ns.
- The worst hold slack across all endpoints is 0.3015 ns, for reference.
- The number of antenna violations at the first check in global routing is 0, for reference.
- The number of warning messages in the logs is 25, for reference.
- Per the log, the first TritonRoute iteration ended with a DRC count of ~47.
- Per the run report, area growth between synthesis and finish was 58.33%.
- The slack of the critical path is 0.04522 ns, for reference.
- Synthesis produced slightly above 200 cells.
- The worst IR drop on VDD is approximately 600 µV, for reference.
- For this design the ratio of total power to cell area is 1518 nW/µm².
- The number of global-route vias before repair is 1,630, for reference.
- Counting both buffers and inverters, the worst setup path holds a total of 1.
- Buffers placed on the I/O ports in this run total 130.
- Dividing the final minimum period by the clock period gives 95.48%.
- For this block, the routed nets add up to 5282 µm of wire.
- The clock reaches the later pin of the worst-skew pair after 0.32 ns.
- The sequential element share of the synthesized area is a little under three fifths, for reference.
- The top cell family by delay on the critical path is flip-flops, for reference.
- The achievable clock frequency is 1.047 GHz, for reference.
- Of the cells placed in the final design, the portion with a size suffix greater than 1 is 43.44%.
- The residual DRC count is 0, for reference.
- For the pin with the worst max-slew slack, the measured transition is 0.1428 ns.
- The report puts the hold buffer count at CTS at 0.
- The TritonCTS clock tree is done, for reference.
- The chip area estimate from yosys synthesis is 2291 µm², for reference.
- The total chip power is 5.507 mW, for reference.
- Looking at the critical path, the highest net fanout was 2.
- Registers take between 1000 and 1500 µm².
- The pin count of the biggest net entering global routing is 34, for reference.
- The initial core utilization is 31.25%, for reference.
- The routed layout has 1,818 vias.
- The critical path's slowest stage uses the library cell sky130_fd_sc_hd__dfxtp_2.
- The number of clock sinks is 64, for reference.
- The vertical die size is 89.39 µm, for reference.
- Setup repair after global routing left no endpoint under its margin.
[stage by stage]
step / cell area (µm²) / std cells / util [%]
floorplan: 2291 / 206 / -
global placement: 3680 / 426 / 50.20
detailed placement: 3680 / 426 / 50.20
CTS: 3627 / 442 / 49.48
global route: 3627 / 442 / 49.48
finish: 3627 / 442 / 49.48
[power by group]
part	leakage, nW	switching (mW)	internal (mW)
Combinational	1.13	0.246	0.505
Clock	0.0886	0.881	1.08
Sequential	0.551	0.0633	2.73
[kinds of logic after synthesis]
logic type,share of synthesized area (%)
simple gates,10.49
flops,55.93
mux,27.96
buf+inv,5.625
[worst paths after layout]
| check | slack [ns] | startpoint | endpoint | cells after the start |
|---|---|---|---|---|
| setup / recovery | 0.05 | pcout[58]$_SDFFE_PP0P_ | pcout[58] | 1 |
| setup reg to reg | 0.28 | pcout[33]$_SDFFE_PP0P_ | pcout[33]$_SDFFE_PP0P_ | 3 |
| hold reg to reg | 0.48 | pcout[13]$_SDFFE_PP0P_ | pcout[13]$_SDFFE_PP0P_ | 2 |
| hold / removal | 0.30 | reset | pcout[6]$_SDFFE_PP0P_ | 3 |
[area by class of cell]
class                   count  area share [%]
well taps                  99           3.415
clock buffers              14           4.760
repair buffers            137           30.01
multi-input cells         128           24.28
flip-flops and latches     64           37.53
[tightest hold or removal path, stage by stage]
cell and delay, ns:
sky130_fd_sc_hd__buf_2 0.13, sky130_fd_sc_hd__buf_12 0.19, sky130_fd_sc_hd__nor2_1 0.06
[layer usage]
metal	part of all wire [%]	vias to the layer above	GRT usage (%)
met1	49	793	20.08
met5	0	-	0
met4	1.2	0	2.165
met2	41	73	18.88
met3	8.5	7	4.026
li1	-	945	-
[what timing repair did]
action	4_1_cts	5_1_grt
gates resized	256	0
setup endpoints to repair	64	0
buffers inserted	2	0
[cells in the final DEF (no fill, tap or decap), drive strengths merged]
cell type and n:
buf 73, mux2i 64, nor2 64, clkdlybuf4s50 64, dfxtp 64, clkbuf 14
Power is estimated from default activity; no workload was simulated.
