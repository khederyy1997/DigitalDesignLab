==> flow/design.v <==
module instruction_memory( clk,RD_Address,data_out );
input clk;
parameter n=63;
input wire [n:0] RD_Address;
output reg[31:0] data_out ;
integer i =0;
reg [31:0]mem[1023:0];
initial begin
for(i=0;i<1024;i=i+3)
 begin
   mem[i] = 32'b00000001010110100000010010110011;
   mem[i+1] = 32'b00000001010110100011010010110011;
   mem[i+2] = 32'b00000001010110100011110010110011;
 end
end
always@(posedge clk)
  begin
   data_out =mem[RD_Address];
  end
endmodule
==> flow/run.sh <==
#!/bin/bash
# OpenROAD 26Q1-2900-gdf79404cd8, Yosys 0.63+post, stock flow scripts
make -C /OpenROAD-flow-scripts/flow DESIGN_CONFIG=/design/flow/config.mk WORK_HOME=/design/flow/orfs finish
==> flow/config.mk <==
export PLATFORM = sky130hd
export DESIGN_NAME = instruction_memory
export DESIGN_NICKNAME = instruction_memory
export VERILOG_FILES = /design/flow/design.v
export SDC_FILE = /design/flow/constraint.sdc
export NUM_CORES = 4
export LEC_CHECK = 1
export CORE_AREA = 10 10 70 70
export DIE_AREA = 0 0 80 80
export SYNTH_MEMORY_MAX_BITS = 65536
==> flow/constraint.sdc <==
current_design instruction_memory

set clk_period 4.7
set clk_io_pct 0.2

create_clock -name clk0 -period $clk_period [get_ports {clk}]

set non_clock_inputs [all_inputs -no_clocks]
set_input_delay [expr $clk_period * $clk_io_pct] -clock clk0 $non_clock_inputs
set_output_delay [expr $clk_period * $clk_io_pct] -clock clk0 [all_outputs]
==> impl_metrics.csv <==
group,metric,value,unit
status,status,"finished clean",
floorplanning,rows,21,
clocking,cts_tree,"done",
route,drc,0,
critical_path,cp_data_arrival_time,3700,ps
yosys,ff_type,"dfxtp_1",
global_route,grt_max_degree,25,
hold_path,hold_class,"primary input to flop",
critical_path,critPathSlowestCell,"clkdlybuf4s50_1",
route,routed_via_density,5.18,
timing,hold_viol_final,0,
clocking,root_buffer,"clkbuf_4",
run,warnings,83,
clocking,clkTransAtPathRegs,30,ps
route,vias,1242,
timing,setup_viol,0,
yosys,largest_area_cell,"buf_4",
power_and_ir_drop,p_int,0.115,mW
timing,fin_tns_setup,0,ps
place,io_buffers,13,
critical_path,cpPeakStageDelay,530,ps
yosys,synth_cell_types,60,
power_and_ir_drop,clkPwrFrac,19.0,%
critical_path,critical_path_required,4790,ps
timing,report.final.slew_viol_count,0,
yosys,yosys-stat-area,1430,µm²
route,drt_wl_total,3130,µm
critical_path,cp_max_fo,13,
floorplanning,core-area,3420,µm²
cells_and_area,largest_register_ff_count,2,
timing,rsz0062_at_grt,"false",
clocking,post_cts_buffers,0,
place,gp_congestion,0.812,
global_route,gr-usage-all-layers,9.68,%
timing,min_period_over_period,76.8,%
power_and_ir_drop,ir_worst_vdd,52.4,µV
yosys,edf_count,0,
global_route,grt_antenna_before_repair,0,
cells_and_area,final_cell_mix,"conb_1 (29), clkdlybuf4s50_1 (13), nor2_1 (11), nand3_1 (9), nand2_1 (9)",
hold_path,min_path_cells,2,
critical_path,crit_path_end_kind,"flop",
yosys,synth_flops,2,
power_and_ir_drop,pwr-share-seq,10.8,%
power_and_ir_drop,powerDensity,137,nW/µm²
route,drtIter0Drc,73,
cells_and_area,syn_to_final_growth,0.349,%
floorplanning,ios,97,
route,postRouteAntennaNets,0,
cells_and_area,drive_above_1_share,8.76,%
floorplanning,die_w,80,µm
yosys,ys_seq_share,2.79,%
critical_path,worstSetupPathType,"primary input to flop",
critical_path,path_cells,"clkdlybuf4s50_1 -> inv_1 -> ha_1 -> mux2_4 -> a221oi_4 -> a21oi_1 -> o21ai_0 -> a31oi_1 -> or4_1",
global_route,gr-total-overflow,0,
critical_path,crit_path_start_kind,"primary input",
clocking,cts_max_level,1,
floorplanning,fp-utilization,41.9,%
floorplanning,die_area,6400,µm²
route,firstDrtPassIters,4,
yosys,synthArstFlopShare,0,%
yosys,netlist_top_cells_area,"buf_4 (16%), mux2i_1 (4.9%), ha_1 (4.4%)",
timing,fmax,0.277,GHz
power_and_ir_drop,p_sw_share,41.9,%
yosys,syn_area,1430,µm²
timing,fin_crit,3610,ps
cells_and_area,lay_top_count,"conb_1",
clocking,postCtsResizedCells,0,
clocking,cts_buffer_depth,2,
global_route,grt_pass1_vias,1137,
yosys,avgSynthCellArea,7.31,µm²
cells_and_area,post-route-util,42.1,%
power_and_ir_drop,pwr-share-comb,70.3,%
power_and_ir_drop,netSwitchingPower,0.0828,mW
floorplanning,die_h,80,µm
route,antenna-diode-count,0,
yosys,ys_warn_count,1,
clocking,clock-sinks,2,
clocking,cts_made_buffers,3,
global_route,grt_pass1_wl,5380,µm
yosys,yosys_cells,196,
yosys,synthesis.instances,196,
power_and_ir_drop,p_leak,0.579,nW
timing,tightest_slew,717,ps
yosys,synth.top_cell.area_share,16.2,%
route,routedWlPerCell,13.0,µm
run,maxCapViolCount,0,
place,place_hpwl,2360,µm
timing,slew_headroom,52.1,%
clocking,ctsHoldBuffers,0,
[routing by layer]
layer / track usage [%] / up-vias / part of all wire, % / wire length [µm]
met5: 0 / - / 0 / 0
met4: 0.528 / 0 / 0 / 0
met3: 1.25 / 0 / 4.9 / 153
met2: 15.2 / 32 / 47 / 1460
met1: 14.3 / 555 / 48 / 1520
li1: - / 655 / - / -
[worst max-delay path: cells and delay by family]
kind,cells,cell delay [ps]
buf+inv,2,610
fa+ha+maj,1,460
simple gates,1,510
mux,1,340
compound gates,4,840
[power groups by stage]
stage	combinational, mW	clock [mW]	sequential, mW
after CTS	0.140	0.0403	0.0213
after global routing	0.158	0.0416	0.0214
final	0.139	0.0375	0.0212
[final timing paths]
path / slack, ps / endpoint / from
max: 1090 / data_out[11] / RD_Address[0]
min: 1480 / data_out[12] / RD_Address[9]
[area by class of cell]
type / instances / area (µm²)
sequential: 2 / 40.0
inverter: 5 / 18.8
clock buffer: 3 / 22.5
timing repair buffer: 15 / 145
fill: 384 / 1980
tap: 46 / 57.6
multi-input combinational: 169 / 1150
[kinds of logic (layout without fill, tap and decap cells)]
kind of cell	Yosys count	in the layout	share of synthesized area (%)
other	2	29	0.524
muxes	14	14	12.2
adders and majority gates	7	7	5.76
AOI/OAI and AO/OA	47	47	24.5
xor gates and xnor gates	3	3	2.36
DFF	2	2	2.79
buffers and inverters	52	23	23.8
and+or+nand+nor	69	69	28.0
[stage by stage]
step	cell area, µm²	setup slack, ps	hold slack [ps]	std cells	total power, mW
after detailed placement	1420	847	1620	237	0.161
after global routing	1440	912	1540	240	0.221
final	1440	1090	1480	240	0.197
after floorplan	1530	1770	1060	223	0.145
after global placement	1420	861	1610	237	0.162
after CTS	1440	1090	1480	240	0.202
[Yosys cell counts (4+ instances only)]
cell / number
a31oi_1: 7
buf_2: 4
ha_1: 5
clkbuf_1: 8
buf_4: 31
nand2_1: 9
mux2i_1: 7
nor2_1: 11
and2_1: 5
a21oi_1: 7
nand3_1: 9
inv_1: 5
nor4bb_1: 4
nor2b_1: 7
o211ai_1: 4
nor3_1: 5
o21ai_0: 8
No activity file was given, so power comes from the tool's default toggle rates.
